==> design/flow/design.v <==
module pi_controller1(
    input [31:0] clk,
    input signed [31:0] error,
    output reg signed [31:0] out
);
    parameter Kp = 1;
    parameter Ki = 1000;
    reg signed [31:0] integral = 0;
    reg signed [31:0] proportional = 0;
    always @(posedge clk[31]) begin
        proportional <= error * Kp;
        integral <= integral + error * Ki;
        out <= proportional + integral;
    end
endmodule
==> design/flow/run.sh <==
#!/bin/bash
# OpenROAD 26Q1-2900-gdf79404cd8, Yosys 0.63+post, stock flow scripts
make -C /OpenROAD-flow-scripts/flow DESIGN_CONFIG=/design/flow/config.mk WORK_HOME=/design/flow/orfs finish
==> design/flow/config.mk <==
export PLATFORM = sky130hd
export DESIGN_NAME = pi_controller1
export DESIGN_NICKNAME = pi_controller1
export VERILOG_FILES = /design/flow/design.v
export SDC_FILE = /design/flow/constraint.sdc
export NUM_CORES = 4
export LEC_CHECK = 1
export CORE_UTILIZATION = 40
==> design/flow/constraint.sdc <==
current_design pi_controller1

set clk_period 27.3
set clk_io_pct 0.2

create_clock -name clk0 -period $clk_period [get_ports {clk}]

set non_clock_inputs [all_inputs -no_clocks]
set_input_delay [expr $clk_period * $clk_io_pct] -clock clk0 $non_clock_inputs
set_output_delay [expr $clk_period * $clk_io_pct] -clock clk0 [all_outputs]
==> flow_summary.json <==
{
  "grt_use_met1_pct": 25.50,
  "finalClockPeriodUsage_pct": 42.76,
  "most-common-layout-cells": "inv_1, ha_1, dfxtp_1",
  "syn_area_per_cell_um2": 9.251,
  "chipArea_um2": 23150,
  "syn-cell-area_um2": 9020,
  "wirelength_um": 16810,
  "status": "complete, no violations",
  "drc": 0,
  "portBuffers": 64,
  "path_max_fanout": 6,
  "postLayoutCoreUtil_pct": 46.91,
  "top_usage_layer": "met1",
  "slew_violations": 0,
  "grtUsageMet3_pct": 2.637,
  "gp_congestion": 0.8801,
  "n_antenna_cell": 0,
  "row_count": 54,
  "min_period_ns": 11.67,
  "crit_path_end_kind": "flip-flop",
  "cp_slowest_cell": "clkdlybuf4s50_1",
  "cts_tree": "done",
  "grt_pass1_vias": 6070,
  "arrival_ns": 11.85,
  "cp.required_ns": 27.48,
  "worst_clock_skew_ns": 0.001075,
  "area_leaders": "dfxtp_1, fa_1, ha_1",
  "critPathLaunchType": "primary input",
  "drtIter0Drc": 210,
  "hold_buffers": 0,
  "initial_utilization_pct": 41.08,
  "ys_cells": 975,
  "grt.met2_usage_pct": 23.88,
  "cts-resized-gates": 0,
  "vias": 6411,
  "numClockSinks": 93,
  "yosysTopAreaCell": "dfxtp_1",
  "clock_latency_ns": 0.29,
  "synthArstFlopShare_pct": 0,
  "coreArea_um2": 21960,
  "n_fill_cell": 2073,
  "clkTransAtPathRegs_ns": 0.05,
  "grt_antenna_before_repair": 0,
  "cts_setup_buffers": 0,
  "die_h_um": 152.2,
  "layout_top_cell": "inv_1",
  "slowest_delay_ns": 0.61,
  "synthCells": 975,
  "grt_util_all_layers_pct": 15.79,
  "fmax_mhz": 85.66,
  "worstMarginPinSlew_ns": 0.5997,
  "grt_pass1_wl_um": 28840,
  "final_layout_size_suffix_gt1_share_pct": 2.374,
  "numCtsBuffers": 9,
  "grt_max_degree": 17,
  "die_w_um": 152.2,
  "yosys_warnings": 1,
  "synth_cell_types": 58,
  "ff_type": "dfxtp_1",
  "io_pins": 96,
  "rsz0062_at_grt": "false",
  "totalNegativeSetupSlack_ns": 0,
  "max_cap_violations": 0,
  "edf_count": 0,
  "yosysTopAreaCellShare_pct": 20.64,
  "ys.flops": 93,
  "ys_seq_share_pct": 20.64,
  "drt_first_pass_iters": 27,
  "critPathKind": "in2reg",
  "htreeDepth": 3,
  "hp-class": "reg2reg",
  "hpwl_um": 14230,
  "setup_violations": 0,
  "post_drt_wl_per_cell_um": 12.61,
  "overflow": 0,
  "tool_warnings": 129,
  "cts_buffer_depth": 2,
  "ys_chip_area_um2": 9020,
  "hold_viol": 0,
  "postRouteAntennaNets": 0,
  "worst_slew_margin_rel_pct": 60.02,
  "clock_tree.root_cell": "clkbuf_16",
  "area_growth_pct": 14.20,
  "via_per_inst": 4.809
}
==> registers in the layout, summed over array words and instances (netlist names) <==
register and flops:
integral 29, out 32, proportional 32
==> critical path: cells and delay by family <==
family	cells	cell delay, ns
buffers and inverters	5	0.91
XOR/XNOR	2	0.35
adder cells (fa/ha/maj)	6	2.61
AND/OR/NAND/NOR	4	0.30
AND-OR/OR-AND	12	2.22
==> cell usage after synthesis (all sizes together), types with 5 or more instances <==
library cell,instances
fa,92
ha,138
nand2,34
nand3,9
a21boi,5
o21ai,31
nand2b,9
xor2,19
a31oi,5
o21bai,5
xnor2,57
nor3,10
a21oi,53
dfxtp,93
nor2,64
o21a,14
and3,7
a21o,38
nor2b,12
inv,227
a211oi,5
==> metal layers <==
layer  vias up  wire length (um)
met5         -                 0
met4         0               185
met3        15               748
met2       101              7345
met1      2996              8534
li1       3299                 -
==> path summary, 6_finish.rpt <==
check	from	end	slack, ns	cells past startpoint
max reg2reg	integral[3]$_DFF_P_	out[31]$_DFF_P_	24.27	13
min reg2reg	proportional[2]$_DFF_P_	out[2]$_DFF_P_	0.32	0
max	error[6]	integral[31]$_DFF_P_	15.63	29
min	proportional[2]$_DFF_P_	out[2]$_DFF_P_	0.32	0
==> layout make-up <==
class / instances / area, um2 / share of cell area, %
repair buffers: 64 / 640.6 / 6.219
inverters: 227 / 852.1 / 8.272
flip-flops and latches: 93 / 1862 / 18.07
clock inverters: 6 / 68.82 / 0.6680
well taps: 280 / 350.3 / 3.401
multi-input cells: 653 / 6299 / 61.14
clock buffers: 10 / 229.0 / 2.223
==> through the flow <==
stage	cell area, um2	setup WS (ns)	hold slack [ns]	instances
2_1_floorplan	9020	16.42	0.3096	975
3_3_place_gp	10000	15.41	0.3095	1317
3_5_place_dp	10000	15.31	0.3121	1317
4_1_cts	10300	15.66	0.3269	1333
5_1_grt	10300	15.15	0.3471	1333
6_report	10300	15.63	0.3248	1333
==> kinds of logic after synthesis <==
kind of cell / synth area share (%)
fa+ha+maj: 39.56
buf+inv: 9.530
compound gates: 13.79
simple gates: 8.739
flops: 20.64
xor+xnor: 7.629
mux: 0.1110
