## run.sh

```bash
#!/bin/bash
# OpenROAD 26Q1-2900-gdf79404cd8, Yosys 0.63+post, stock flow scripts
make -C /OpenROAD-flow-scripts/flow DESIGN_CONFIG=/design/flow/config.mk WORK_HOME=/design/flow/orfs finish
```

## config.mk

```make
export PLATFORM = sky130hd
export DESIGN_NAME = pi_controller
export DESIGN_NICKNAME = pi_controller
export VERILOG_FILES = /design/flow/design.v
export SDC_FILE = /design/flow/constraint.sdc
export NUM_CORES = 4
export LEC_CHECK = 1
export CORE_UTILIZATION = 40
```

## constraint.sdc

```tcl
current_design pi_controller

set clk_period 9.1
set clk_io_pct 0.2

create_clock -name clk0 -period $clk_period [get_ports {clk}]

set non_clock_inputs [all_inputs -no_clocks]
set_input_delay [expr $clk_period * $clk_io_pct] -clock clk0 $non_clock_inputs
set_output_delay [expr $clk_period * $clk_io_pct] -clock clk0 [all_outputs]
```

## design.v

```verilog
module pi_controller (
  input clk,
  input reset_n,
  input signed [15:0] error,
  output signed [15:0] control
);
  reg signed [31:0] sum = 0;
  reg signed [15:0] Kp = 10;
  reg signed [15:0] Ki = 5;
  reg signed [15:0] integral = 0;
  always @(posedge clk or negedge reset_n) begin
    if (~reset_n) begin
      sum <= 0;
      integral <= 0;
    end else begin
      integral <= integral + error;
      sum <= (Kp * error) + (Ki * integral);
    end
  end
  assign control = sum[15:0];
endmodule
```

==> results.cfg <==
; flow metrics
[final_timing]
slew_viol_final = 0
worst_pin_slew_ps = 420.7
finClkSkew_ps = 5.503
hold_viol = 0
rsz0062_at_grt = no
relSlewSlack = 0.7160
finalSetupViolCount = 0
period_needed_ps = 5589
fin_crit_sh = 0.6142
fin_hold_ws_ps = 436.0
fin_tns_setup_ps = 0
max_freq_ghz = 0.1789

[worst_setup_path]
critPathKind = input pin to flip-flop
worstPathArrival_ps = 5750
cpMostUsedCell = ha_1
cp_top_family = adder cells
cp_slowest_stage_delay_ps = 480
crit_required_ps = 9260
cp_num_buf_inv = 3
start_kind = input pin
crit_chain = clkdlybuf4s50_1 > ha_1 > ha_1 > inv_1 > fa_1 > nor2b_1 > o21ai_0 > a21o_1 > nand3b_1 > xnor2_1 > fa_1 > inv_1 > ha_1 > and4_1 > and3_1 > a21oi_1 > and3_1 > o21ai_0 > xor2_1
end_kind = flip-flop
slowest_stage = clkdlybuf4s50_1
path_max_fanout = 6

[synthesis]
ys_ff = 32
ys_cells = 344
synth_area_per_cell_um2 = 9.671
synthArstFlopShare = 1.000
yosysWarnings = 1
flop_cell = dfrtp_1
ys_types = 47
ys_seq_frac = 0.2407
edf_count = 0
synthCells = 344
yosys_area_um2 = 3327
syn_area_um2 = 3327

[clock_network]
ctsLongestPathBuffers = 2
cts_setup_buffers = 0
htreeDepth = 2
hold_buffers = 0
cts_tree = yes
clockRootBuffer = clkbuf_8
cts.sinks = 32
clkTransAtPathRegs_ps = 70
numCtsBuffers = 5
clock_latency_ps = 290
ctsResizeCount = 0

[global_route]
grt.total_usage = 0.1565
grt_overflow_total = 0
grt_max_degree = 33
grt_pass1_vias = 2336
grt_first_pass_wirelength_mm = 10.56
antenna_found_initial = 0

[route]
routedWlPerCell_um = 12.11
drcViolationCount = 0
antenna_left = 0
viasPerCell = 4.838
via_count = 2356
drt_iter0_drc = 65
wl_mm = 5.897
dr.pass1.iters = 4
antennaDiodeCount = 0

[floorplan]
design.core.area_um2 = 7888
fp_util = 0.4218
die_x_um = 93.20
die_h_um = 93.20
std_cell_rows = 32
die_area_um2 = 8686
ioPinCount = 34

[job]
maxCapViolations = 0
tool_warnings = 25

[layout]
area_growth_syn_to_layout_pct = 16.89
lay_top_cells = 66 x ha_1, 51 x inv_1, 33 x clkdlybuf4s50_1, 32 x dfrtp_1, 25 x xnor2_1
lay_top_count = ha_1
layout-drive-gt1-share = 0.05455

[placed_design]
portBuffers = 33
finalWeightedCongestion = 0.8752
place_hpwl_mm = 4.850

[run_status]
outcome = complete, no violations

[worst_hold_path]
hp-class = flip-flop to flip-flop
[synth_stat cells, drive strengths merged (4+ instances only)]
master	count	area [µm²]
nor2	12	45.04
xor2	12	105.1
inv	51	191.4
o21bai	5	37.54
o21ai	21	108.9
a21oi	22	113.9
dfrtp	32	800.8
nand3	5	25.02
nor3	4	20.02
nand2	15	56.30
xnor2	25	219.0
a21o	11	83.83
o21a	4	30.03
ha	66	825.8
fa	15	300.3
[cells by family (layout without fill, tap and decap cells)]
logic type,count (synthesis),count (layout),synth area share
buffers and inverters,52,93,0.06092
xor gates and xnor gates,37,37,0.09740
DFF,32,32,0.2407
adders and majority gates,81,81,0.3385
AOI/OAI and AO/OA,82,82,0.1700
and+or+nand+nor,60,60,0.09251
[path summary, 6_finish.rpt]
| check | slack, ps | start | cells after the start | to |
|---|---|---|---|---|
| min in group asynchronous | 1930 | reset_n | 2 | integral[2] |
| worst min-delay path | 440 | integral[0] | 0 | sum[0] |
| max in group asynchronous | 6860 | reset_n | 2 | sum[15] |
| worst max-delay path | 3510 | error[1] | 19 | sum[13] |
| worst max register to register | 6150 | integral[1] | 11 | sum[12] |
| worst min register to register | 440 | integral[0] | 0 | sum[0] |
[registers in the layout (all words and copies together), names as in the netlist]
register,flops
sum,16
integral,16
[area by class of cell]
cell class | count | area [µm²]
clock inverter | 2 | 35.03
multi-input combinational | 260 | 2323
timing repair buffer | 34 | 337.8
fill | 705 | 3999
clock buffer | 6 | 72.57
tap | 102 | 127.6
sequential | 32 | 800.8
inverter | 51 | 191.4
[worst register-to-register path, stage by stage (launching register included)]
cell     delay [ps]
dfrtp_1         440
ha_1            300
inv_1            50
fa_1            530
inv_1            70
fa_1            450
a21oi_1         210
o21a_1          150
o21ai_0         120
a31o_2          260
a21oi_1         160
xnor2_1         130
[routing by layer]
layer | share of wire | wire, µm | track usage
met1 | 0.54 | 3203 | 0.2504
met2 | 0.43 | 2521 | 0.2445
met3 | 0.017 | 102 | 0.01572
met4 | 0.012 | 68 | 0.01410
met5 | 0 | 0 | 0
[metrics by stage]
step	worst slack (ps)	utilization	cell area (µm²)	instances
after floorplan	3950	-	3327	344
after global placement	3262	0.4794	3781	479
after detailed placement	3194	0.4794	3781	479
after CTS	3492	0.4930	3889	487
after global routing	3247	0.4930	3889	487
final	3511	0.4930	3889	487
