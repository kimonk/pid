===== /design/flow/run.sh =====
#!/bin/bash
# OpenROAD 26Q1-2900-gdf79404cd8, Yosys 0.63+post, stock flow scripts
make -C /OpenROAD-flow-scripts/flow DESIGN_CONFIG=/design/flow/config.mk WORK_HOME=/design/flow/orfs finish

===== /design/flow/config.mk =====
export PLATFORM = sky130hd
export DESIGN_NAME = pi_controller2
export DESIGN_NICKNAME = pi_controller2
export VERILOG_FILES = /design/flow/design.v
export SDC_FILE = /design/flow/constraint.sdc
export NUM_CORES = 4
export LEC_CHECK = 1
export CORE_UTILIZATION = 50

===== /design/flow/constraint.sdc =====
current_design pi_controller2

set clk_period 15.3
set clk_io_pct 0.2

create_clock -name clk0 -period $clk_period [get_ports {clk}]

set non_clock_inputs [all_inputs -no_clocks]
set_input_delay [expr $clk_period * $clk_io_pct] -clock clk0 $non_clock_inputs
set_output_delay [expr $clk_period * $clk_io_pct] -clock clk0 [all_outputs]

===== /design/flow/design.v =====
module pi_controller2(
    input [31:0] clk,
    input signed [31:0] error,
    output reg signed [31:0] out
);
    parameter Kp = 0.1;
    parameter Ki = 100;
    reg signed [31:0] integral = 0;
    reg signed [31:0] proportional = 0;
    always @(posedge clk[31]) begin
        proportional <= error * $signed(Kp * 2**16);
        integral <= integral + error * $signed(Ki * 2**16);
        out <= proportional + integral;
    end
endmodule

==> out/results.ini <==
[global_route]
grt_pass1_vias = 5592
grt_pass1_wl_um = 25900
grt_start_max_net_pins = 13
overflow = 0
antenna_found_initial = 0
grt_usage_pct = 20.5

[placed_design]
place.gp.congestion = 0.938
hpwl_um = 13100
port_buffers = 62

[sta]
setup_viol = 0
skew_ns = 0.000722
hold_violations = 0
relSlewSlack_pct = 63.8
period_minus_slack_ns = 8.03
grt_setup_unrepaired = false
fin_crit_sh_pct = 52.5
fmax_mhz = 124
tightestPinTransition_ns = 0.538
slew_violations = 0
setup_tns_ns = 0

[logic_synthesis]
edf_count = 0
synthTopCellsByArea = fa_1, ha_1, dfxtp_1
synth_cell_types = 46
ys_chip_area_um2 = 8320
common_cells = inv_1, ha_1, fa_1
yosysTopAreaCellShare_pct = 26.2
ys_seq_share_pct = 18.3
numSynthFlops = 76
netlist_area_um2 = 8320
syn-instance-count = 882
yosysWarnings = 2
ys.flop_type = dfxtp_1
syn_area_per_cell_um2 = 9.44
synthArstFlopShare_pct = 0
ys_cells = 882
top_area_cell = fa_1
top_cell = inv_1

[setup_path]
reg2reg_depth = 10
reg2reg_slack_ns = 13.06
reg2reg_to = out[30]
critPathMaxFanout = 7
cp-start-kind = input port
r2r-start = integral[18]
path_class = input port to flop
endpoint_kind = flop
arrival_ns = 8.26
cp.required_ns = 15.53

[clock_tree]
cts_tree = yes
clock-root-buffer = clkbuf_16
cts.clk_slew.worst_paths_ns = 0.05
clockBufferDepth = 2
postCtsResizedCells = 0
insertion_delay_ns = 0.29
post-cts-setup-buffers = 0
cts.htree.levels = 3
cts.sinks = 76
cts_hold_buf = 0
cts_buffers = 9

[final_layout]
area_growth_pct = 14.1
comb_area_um2 = 5780
drive_gt1_share_pct = 2.51
flop_area_um2 = 1520
nFillCells = 1380

[route]
detail-route-antenna-nets = 0
viasPerCell = 4.79
drt_first_pass_iters = 4
dr_total_vias = 5614
drt_iter0_drc = 191
antennaDiodeCount = 0
drt-total-wl_um = 14700
wl_per_cell_um = 12.5
drc = 0

[min_path]
min_delay_path_depth = 0
hp-class = flop to flop
min_to = out[16]
hold_start = proportional[16]

[outcome]
outcome = finished, final reports clean

[floorplan]
fp_util_pct = 51.8
dieHeight_um = 131
io_pins = 96
num_rows = 46
core_area_um2 = 16100
die_width_um = 131
die-area_um2 = 17200

[run]
cap_violations = 0
warning_count = 119

-- cells by family after synthesis --
group	synth area share (%)
buffers and inverters	12.2
AND-OR/OR-AND	9.76
flip-flops	18.3
multiplexers	0.120
AND/OR/NAND/NOR	5.95
other	0.0451
XOR/XNOR	6.63
adder cells (fa/ha/maj)	47.0
-- flip-flops by register name, indices dropped and copies added, names as in the netlist --
| name | flops |
|---|---|
| integral | 14 |
| out | 31 |
| proportional | 31 |
-- metrics by stage --
| step | utilization, % | cell area (um^2) | setup slack, ns | hold slack (ns) | cells |
|---|---|---|---|---|---|
| 3_5_place_dp | 57.2 | 9190 | 6.94 | 0.312 | 1157 |
| 3_3_place_gp | 57.2 | 9190 | 6.96 | 0.310 | 1157 |
| 4_1_cts | 59.1 | 9490 | 7.30 | 0.325 | 1173 |
| 6_report | 59.1 | 9490 | 7.27 | 0.322 | 1173 |
| 5_1_grt | 59.1 | 9490 | 7.00 | 0.328 | 1173 |
| 2_1_floorplan | - | 8320 | 8.09 | 0.310 | 882 |
-- routing by layer --
layer  GRT usage, %  up-vias  wire (um)
met5              0        -          0
met4           2.16        0        200
met3           6.22       11       1140
met2           30.1      114       6420
met1           32.4     2603       6920
li1               -     2886          -
-- area by class of cell --
class	instances	area share, %
multi-input combinational	538	60.9
clock inverter	4	0.501
sequential	76	16.0
clock buffer	12	2.70
inverter	265	10.5
timing repair buffer	62	6.54
tap	216	2.85
-- how the worst max path moves through the flow --
stage,cells after the start,slack (ns),startpoint,end
CTS,18,7.30,error[5],proportional[30]
global route,18,7.00,error[5],proportional[28]
finish,18,7.27,error[7],proportional[29]
-- layout by cell type, fill, tap and decap left out, types with 9 or more instances in the layout --
cell type	synthesis	layout
xor2_1	21	21
nand3_1	9	9
o21ai_0	21	21
nand2_1	25	25
nor2_1	28	28
clkbuf_16	0	9
clkdlybuf4s50_1	0	62
a21oi_1	38	38
xnor2_1	42	42
ha_1	138	138
o21a_1	9	9
dfxtp_1	76	76
fa_1	109	109
inv_1	265	265
a21o_1	19	19
-- critical path, stage by stage --
cell and delay, ns:
clkdlybuf4s50_1 0.56, ha_1 0.40, inv_1 0.06, fa_1 0.51
fa_1 0.52, inv_1 0.05, fa_1 0.54, inv_1 0.06
fa_1 0.54, inv_1 0.04, ha_1 0.38, a21oi_1 0.28
o21a_1 0.27, o211ai_1 0.11, a31oi_1 0.22, o41ai_2 0.16
or4_1 0.41, nand3_1 0.09
